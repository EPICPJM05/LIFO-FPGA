## flow/design.v

```verilog
module LIFO ( 
input rst,  
input enable,  
input push,  
input pop,  
input [3:0] data_in,  
output reg [3:0] data_out,  
output reg empty,  
output reg full,  
output reg invalid  
); 
parameter DEPTH = 8;  
reg [3:0] stack [0:DEPTH-1];  
reg [2:0] top;  
initial begin 
top = 3'b000;  
empty = 1;  
full = 0;  
invalid = 0;  
end 
always @(posedge enable or posedge rst) begin 
if (rst) begin  
top <= 3'b000;  
empty <= 1;  
full <= 0;  
invalid <= 0;  
data_out <= 4'b0000;  
end else if (enable) begin  
invalid <= 0;  
if (push && !full) begin  
stack[top] <= data_in;  
top <= top + 1;  
empty <= 0;  
full <= (top == DEPTH - 2);  
end else if (push && full) begin  
invalid <= 1;  
end 
if (pop && !empty) begin  
top <= top - 1;  
data_out <= stack[top - 1];  
full <= 0;  
empty <= (top == 1);  
end else if (pop && empty) begin  
invalid <= 1;  
end 
end 
end 
endmodule
```

## flow/run.sh

```bash
#!/bin/bash
# OpenROAD 26Q1-2900-gdf79404cd8, Yosys 0.63+post, stock flow scripts
make -C /OpenROAD-flow-scripts/flow DESIGN_CONFIG=/design/flow/config.mk WORK_HOME=/design/flow/orfs finish
```

## flow/config.mk

```make
export PLATFORM = sky130hd
export DESIGN_NAME = LIFO
export DESIGN_NICKNAME = LIFO
export VERILOG_FILES = /design/flow/design.v
export SDC_FILE = /design/flow/constraint.sdc
export NUM_CORES = 4
export LEC_CHECK = 1
export CORE_UTILIZATION = 30
```

## flow/constraint.sdc

```tcl
current_design LIFO

set clk_period 2.4
set clk_io_pct 0.2

create_clock -name clk0 -period $clk_period [get_ports {enable}]

set non_clock_inputs [all_inputs -no_clocks]
set_input_delay [expr $clk_period * $clk_io_pct] -clock clk0 $non_clock_inputs
set_output_delay [expr $clk_period * $clk_io_pct] -clock clk0 [all_outputs]
```

==> results.sh <==
# source this file to load flow results
export IMPL_rr_worst_depth=7
export IMPL_synth_area_per_cell_um2=14.2
export IMPL_worstSetupStartpointType="flip-flop"
export IMPL_fp_util_pct=32.0
export IMPL_fill_cells=517
export IMPL_setup_violations=0
export IMPL_ioPinCount=15
export IMPL_die_w_um=79.6
export IMPL_p_total_w=0.00243
export IMPL_lay_top_count="edfxtp_1"
export IMPL_warnings=32
export IMPL_ys_seq_share_pct=67.1
export IMPL_power_density_mw_per_mm2=1130
export IMPL_status="finished clean"
export IMPL_worst_pin_slew_ns=0.420
export IMPL_peakVddDrop_mv=0.424
export IMPL_clock_root_buffer="clkbuf_8"
export IMPL_rr_endpoint="data_out[3]"
export IMPL_dieHeight_um=79.6
export IMPL_crit_type="reg -> reg"
export IMPL_ff_type="edfxtp_1"
export IMPL_p_seq_share_pct=40.5
export IMPL_synthCells=127
export IMPL_synth_edff_count=32
export IMPL_r2r_start="top[1]"
export IMPL_grt_ovfl_total=0
export IMPL_vias=1125
export IMPL_final_setup_tns_ns=0
export IMPL_cts_hold_buf=0
export IMPL_holdPathEnd="data_out[3]"
export IMPL_max_freq_ghz=0.450
export IMPL_worst_ep_arrival_time_ns=2.40
export IMPL_swShare_pct=33.8
export IMPL_drv_slew=0
export IMPL_crit_path_end_kind="flip-flop"
export IMPL_p_int_w=0.00161
export IMPL_portBuffers=14
export IMPL_async_flop_share_pct=23.8
export IMPL_grt_first_pass_wirelength_um=5800
export IMPL_yosys_cells=127
export IMPL_drtIter0Drc=74
export IMPL_cts_made_buffers=5
export IMPL_antenna_found_initial=0
export IMPL_ys_chip_area_mm2=0.00181
export IMPL_htree_num_levels=2
export IMPL_crit_fanout=7
export IMPL_ys_types=32
export IMPL_worstHoldStart="data_out[3]"
export IMPL_drive_above_1_share_pct=13.2
export IMPL_drt_total_wl_um=3480
export IMPL_clockBufferDepth=2
export IMPL_final_cell_mix="edfxtp_1, clkdlybuf4s50_1, ha_1"
export IMPL_post_drt_wl_per_cell_um=15.6
export IMPL_insertedDiodeCount=0
export IMPL_gp_congestion=0.912
export IMPL_cts_tree="built"
export IMPL_syn_area_mm2=0.00181
export IMPL_drv_cap=0
export IMPL_slew_headroom_pct=71.7
export IMPL_fin_skew_ns=0.00733
export IMPL_first_pass_iters=4
export IMPL_clock_sinks=42
export IMPL_pwr_share_comb_pct=41.8
export IMPL_finalCritPeriodShare_pct=92.7
export IMPL_grt_pass1_vias=1158
export IMPL_clk_latency_ns=0.29
export IMPL_placement_rows=27
export IMPL_grt_usage_pct=12.9
export IMPL_period_minus_slack_ns=2.22
export IMPL_hold_path_class="reg -> reg"
export IMPL_required_ns=2.57
export IMPL_drc_errors=0
export IMPL_synth_warnings=2
export IMPL_hold_violations=0
export IMPL_rrSetupSlack_ns=0.18
export IMPL_clk_pin_slew_ns=0.08
export IMPL_comb_area_um2=561
export IMPL_p_leak_nw=0.784
export IMPL_dp_hpwl_um=2550
export IMPL_ys_seq_elements=42
export IMPL_clock_power_share_pct=17.8
export IMPL_antenna_left=0
export IMPL_register_area_mm2=0.00121
export IMPL_area_growth_pct=18.7
export IMPL_chip_area_mm2=0.00634
export IMPL_whs_path_depth=2
export IMPL_coreArea_mm2=0.00564
export IMPL_rsz0062_at_grt="false"
export IMPL_grt_start_max_net_pins=14
export IMPL_power_switching_w=0.000822
export IMPL_vias_per_cell=5.04
==> worst max-delay path, stage by stage (launching register included) <==
cell and delay (ns):
dfrtp_1 0.42, inv_1 0.11, ha_1 0.21, ha_2 0.41, mux2_2 0.36, a221o_1 0.29, nor3_1 0.21, o21ai_1 0.10
==> worst max path at each step <==
stage / startpoint / endpoint / slack (ns)
6_report: top[1] / data_out[3] / 0.18
5_1_grt: top[1] / data_out[3] / 0.04
4_1_cts: top[0] / data_out[3] / 0.13
==> registers in the layout (all words and copies together), names as in the netlist <==
register / flops
empty: 1
full: 1
data_out: 4
invalid: 1
top: 3
stack: 32
==> stage by stage <==
stage	instance area, um^2	std cells	hold slack (ns)	utilization, %	worst slack (ns)
after detailed placement	2060	215	0.486	36.5	0.137
after global routing	2150	223	0.528	38.0	0.0403
final	2150	223	0.494	38.0	0.176
after CTS	2140	223	0.503	38.0	0.126
after floorplan	1810	127	0.319	-	0.322
after global placement	2060	215	0.461	36.5	0.209
==> routing by layer <==
metal  vias to the layer above  track usage, %  wire (um)
li1                        525               -          -
met1                       535            18.1       1530
met2                        54            18.8       1570
met3                        11            6.03        275
met4                         0            3.45        108
met5                         -               0          0
==> cells by family (layout without fill, tap and decap cells) <==
group,Yosys count,count (layout),share of synthesized area (%)
flops,42,42,67.1
simple gates,34,34,10.2
mux,3,3,2.08
fa+ha+maj,10,10,6.92
xor+xnor,1,1,0.485
compound gates,29,29,11.2
buf+inv,8,32,2.08
==> cells in the mapped netlist, drive strengths merged (4+ instances only) <==
library cell | count | area (um^2)
nor3 | 4 | 25.0
and2 | 6 | 37.5
edfxtp | 32 | 961
dfrtp | 9 | 225
a22o | 4 | 35.0
nand2 | 6 | 22.5
a22oi | 5 | 37.5
inv | 5 | 18.8
ha | 10 | 125
o21ai | 10 | 50.0
nor2 | 7 | 26.3
==> area by class of cell <==
type	instances	area share (%)
clock buffer	5	3.21
clock inverter	3	0.758
inverter	5	0.875
multi-input combinational	77	26.1
sequential	42	56.6
tap	72	4.20
timing repair buffer	19	8.28
==> what timing repair did <==
| item | CTS | global route |
|---|---|---|
| resized | 0 | 2 |
| endpoints found under the setup margin | 0 | 1 |
| buffers inserted | 0 | 0 |
==> power groups by stage <==
stage / registers (W) / clock network, W / logic [W]
5_1_grt: 0.00100 / 0.000475 / 0.00113
6_report: 0.000983 / 0.000431 / 0.00101
4_1_cts: 0.000982 / 0.000445 / 0.00101
Power is estimated from default activity; no workload was simulated.
